<file path="flow/design.v">
`timescale 1ns / 1ps
module Control_unit(
    input prog_mode,
    input RESET,                
    input [6:0] OpCode,         
    input [2:0] Funct3,         
    input [6:0] Funct7,         
    output reg [2:0] ImmSrc,    
    output reg ALUASrc,         
    output reg ALUBSrc,         
    output reg [3:0] ALUOp,     
    output reg [1:0] RUDataWrSrc,  
    output reg RUWr,            
    output reg [4:0] BrOp       
);
always @(*) begin
    if(RESET | prog_mode )begin
        ImmSrc <= 3'b000;
        ALUASrc <= 1'b0;
        ALUBSrc <= 1'b0;
        ALUOp <= 4'b0000;
        RUDataWrSrc <= 2'b00;
        RUWr <= 1'b0;
        BrOp <= 5'b00000;
    end     
        case (OpCode)
            7'b0110011: begin  
                ImmSrc <= 3'b000;
                ALUASrc <= 1'b0;
                ALUBSrc <= 1'b0;
                ALUOp <= {Funct7[6], Funct3}; 
                RUDataWrSrc <= 2'b00;
                RUWr <= 1'b1;
                BrOp <= 5'b00000;
            end
            7'b0010011: begin  
                ImmSrc <= 3'b000;
                ALUASrc <= 1'b0;
                ALUBSrc <= 1'b1;
                ALUOp <= {Funct7[6], Funct3};
                RUDataWrSrc <= 2'b00;
                RUWr <= 1'b1;
                BrOp <= 5'b00000;
            end
            7'b1100011: begin  
                ImmSrc <= 3'b101;
                ALUASrc <= 1'b1;
                ALUBSrc <= 1'b1;
                ALUOp <= 4'b0000;
                RUDataWrSrc <= 2'b00;
                RUWr <= 1'b0;
                BrOp <= {2'b01, Funct3};
            end
            7'b0000011: begin  
                ImmSrc <= 3'b000;
                ALUASrc <= 1'b0;
                ALUBSrc <= 1'b1;
                ALUOp <= 4'b0000;  
                RUDataWrSrc <= 2'b01;
                RUWr <= 1'b1;
                BrOp <= 5'b00000;
            end
            7'b0100011: begin  
                ImmSrc <= 3'b001;
                ALUASrc <= 1'b0;
                ALUBSrc <= 1'b1;
                ALUOp <= 4'b0000;
                RUDataWrSrc <= 2'b00;
                RUWr <= 1'b0;
                BrOp <= 5'b00000;
            end
            7'b0110111: begin  
                ImmSrc <= 3'b010;
                ALUASrc <= 1'b0;
                ALUBSrc <= 1'b1;
                ALUOp <= 4'b1111;  
                RUDataWrSrc <= 2'b00;
                RUWr <= 1'b1;
                BrOp <= 5'b00000;
            end
            7'b0010111: begin  
                ImmSrc <= 3'b010;
                ALUASrc <= 1'b1;
                ALUBSrc <= 1'b0;
                ALUOp <= 4'b0000;
                RUDataWrSrc <= 2'b10;
                RUWr <= 1'b1;
                BrOp <= 5'b00000;
            end
            7'b1101111: begin  
                ImmSrc <= 3'b110;
                ALUASrc <= 1'b1;
                ALUBSrc <= 1'b1;
                ALUOp <= 4'b0000;
                RUDataWrSrc <= 2'b10;
                RUWr <= 1'b1;
                BrOp <= 5'b10000;
            end
            7'b1100111: begin  
                ImmSrc <= 3'b000;
                ALUASrc <= 1'b0;
                ALUBSrc <= 1'b1;
                ALUOp <= 4'b0000;
                RUDataWrSrc <= 2'b10;
                RUWr <= 1'b1;
                BrOp <= 5'b10000;
            end
            default: begin  
                ImmSrc <= 3'b000;
                ALUASrc <= 1'b0;
                ALUBSrc <= 1'b0;
                ALUOp <= 4'b0000;
                RUDataWrSrc <= 2'b00;
                RUWr <= 1'b0;
                BrOp <= 5'b00000;
            end
        endcase
    end
endmodule
</file>
<file path="flow/constraint.sdc">
current_design Control_unit

set clk_period 2.9
set clk_io_pct 0.2

create_clock -name clk0 -period $clk_period

set non_clock_inputs [all_inputs -no_clocks]
set_input_delay [expr $clk_period * $clk_io_pct] -clock clk0 $non_clock_inputs
set_output_delay [expr $clk_period * $clk_io_pct] -clock clk0 [all_outputs]
</file>
<file path="flow/run.sh">
#!/bin/bash
# OpenROAD 26Q1-2900-gdf79404cd8, Yosys 0.63+post, stock flow scripts
make -C /OpenROAD-flow-scripts/flow DESIGN_CONFIG=/design/flow/config.mk WORK_HOME=/design/flow/orfs finish
</file>
<file path="flow/config.mk">
export PLATFORM = sky130hd
export DESIGN_NAME = Control_unit
export DESIGN_NICKNAME = Control_unit
export VERILOG_FILES = /design/flow/design.v
export SDC_FILE = /design/flow/constraint.sdc
export NUM_CORES = 4
export LEC_CHECK = 1
export CORE_AREA = 10 10 70 70
export DIE_AREA = 0 0 80 80
</file>
==> impl_metrics.json <==
{
  "ys_chip_area_um2": 294,
  "startpoint": "OpCode[4]",
  "crit_slowest_cell": "clkdlybuf4s50_1",
  "fillCellCount": 385,
  "synth_area_leader_cell": "nand2b_1",
  "yosys_cells": 47,
  "max_slew_margin": 0.775,
  "critPathMaxStageDelay_ns": 0.52,
  "drv_cap": 0,
  "grt_overflow": 0,
  "status": "complete, no violations",
  "fp.coreArea_um2": 3420,
  "total_power_w": 0.0000529,
  "syn_inst": 47,
  "fin_crit_sh": 0.944,
  "cp.arrival_ns": 2.16,
  "fp.dieH_um": 80,
  "die_width_um": 80,
  "area_leaders": "nand2b_1 (15%), a21oi_1 (12%), and2_1 (8.5%)",
  "required_ns": 2.32,
  "maxSlewViolCount": 0,
  "hold_path_class": "primary input to output pin",
  "startpoint_type": "primary input",
  "drt_iter0_markers": 16,
  "drt_pass1_iterations": 5,
  "avgSynthCellArea_um2": 6.26,
  "critPathMostFrequentCell": "clkdlybuf4s50_1",
  "drive_gt1_frac": 0.0921,
  "fp-row-count": 21,
  "worstMarginPinSlew_ns": 0.337,
  "ys.warnings.count": 1,
  "synth.distinct_cells": 22,
  "fp_util": 0.0861,
  "vias": 433,
  "regArea_um2": 0,
  "port-buffer-count": 28,
  "fin_setup_tns_ns": 0,
  "postSynthSeqShare": 0,
  "grt_max_degree": 9,
  "vias_per_cell": 3.55,
  "critical_path_class": "primary input to output pin",
  "antenna_left": 0,
  "clock_buffers": 0,
  "wire_per_inst_um": 11.1,
  "dp_hpwl_um": 1180,
  "cp_max_fo": 7,
  "gp_congestion": 0.780,
  "drc": 0,
  "cp-endpoint": "ImmSrc[0]",
  "comb_area_um2": 283,
  "cts_setup_buffers": 0,
  "grt_pass1_vias": 466,
  "period_minus_slack_ns": 2.74,
  "drt-total-wl_um": 1360,
  "antenna_found_initial": 0,
  "worst_setup_path_end_kind": "output pin",
  "cts-resized-gates": 0,
  "flops": 0,
  "postCtsHoldBufs": 0,
  "common_cells": "a21oi_1 (7), nand2b_1 (7), nand2_1 (6)",
  "track_usage": 0.0427,
  "power_leakage_nw": 0.251,
  "power_density_nw_per_um2": 80.1,
  "setup_viol": 0,
  "synth_area_um2": 294,
  "finalHoldViolCount": 0,
  "ioPinCount": 36,
  "peakVddDrop_mv": 0.0129,
  "warnings": 40,
  "area_delta_synth_final_pct": 125,
  "grt_setup_unrepaired": "false",
  "cp_cell_sequence": "clkdlybuf4s50_1, buf_4, nand2b_1, nor4_1, clkdlybuf4s50_1",
  "n_antenna_cell": 0,
  "chipArea_um2": 6400,
  "timing.fmax_mhz": 365,
  "grt_pass1_wl_um": 2260,
  "synth_top_area_share": 0.149
}
cells by family after synthesis:
group                  share of synthesized area
AND-OR/OR-AND                              0.238
buffers and inverters                     0.0553
AND/OR/NAND/NOR                            0.706
critical path: cells and delay by family:
kind                   cells  cell delay [ns]
and+or+nand+nor            2             0.38
buffers and inverters      3             1.19
stage by stage:
| step | setup WS (ns) | util | cell area (um^2) | instances | hold WS (ns) |
|---|---|---|---|---|---|
| finish | 0.162 | 0.193 | 661 | 122 | 1.91 |
| global route | 0.0318 | 0.193 | 661 | 122 | 1.95 |
| CTS | 0.0548 | 0.189 | 646 | 122 | 2.11 |
| detailed placement | 0.0655 | 0.189 | 646 | 122 | 2.11 |
| global placement | 0.0740 | 0.189 | 646 | 122 | 2.11 |
| floorplan | 1.18 | - | 294 | 47 | 1.18 |
worst min-delay path by stage:
stage,startpoint,endpoint,cells past startpoint
CTS,Funct3[0],BrOp[0],3
global route,OpCode[6],BrOp[4],4
finish,OpCode[2],BrOp[3],3
routing by layer:
layer	routed length [um]	GRT usage	vias to the layer above	part of all wire
met5	0	0	-	0
met4	0	0	0	0
met3	141	0.0114	0	0.10
met2	637	0.0730	18	0.47
met1	578	0.0554	185	0.43
li1	-	-	230	-
report_power, final:
group	switching, W	leakage [nW]	total (W)	internal, W
Combinational	0.0000232	0.251	0.0000529	0.0000297
Sequential	0	0	0	0
Clock	0	0	0	0
cells in the final DEF, fill, tap and decap left out, drive strengths merged:
| cell type | n |
|---|---|
| nand2b | 7 |
| nand4b | 1 |
| buf | 4 |
| nand3 | 2 |
| nor2 | 5 |
| a22oi | 1 |
| o21ai | 1 |
| and3b | 1 |
| nand2 | 6 |
| nand3b | 2 |
| a32oi | 1 |
| a21oi | 7 |
| a21o | 1 |
| nor2b | 1 |
| and2 | 4 |
| dlymetal6s2s | 4 |
| nor4 | 3 |
| clkdlybuf4s50 | 24 |
| o22ai | 1 |
layout make-up:
type | instances | area share
multi-input combinational | 44 | 0.428
tap | 46 | 0.0871
timing repair buffer | 32 | 0.485
No activity file was given, so power comes from the tool's default toggle rates.
